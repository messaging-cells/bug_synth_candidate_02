### design/flow/run.sh
#!/bin/bash
# OpenROAD 26Q1-2900-gdf79404cd8, Yosys 0.63+post, stock flow scripts
make -C /OpenROAD-flow-scripts/flow DESIGN_CONFIG=/design/flow/config.mk WORK_HOME=/design/flow/orfs finish
### design/flow/config.mk
export PLATFORM = sky130hd
export DESIGN_NAME = test_top
export DESIGN_NICKNAME = test_top
export VERILOG_FILES = /design/flow/design.v
export SDC_FILE = /design/flow/constraint.sdc
export NUM_CORES = 4
export LEC_CHECK = 1
export CORE_UTILIZATION = 40
### design/flow/constraint.sdc
current_design test_top

set clk_period 6.6
set clk_io_pct 0.2

create_clock -name clk0 -period $clk_period [get_ports {i_clk}]

set non_clock_inputs [all_inputs -no_clocks]
set_input_delay [expr $clk_period * $clk_io_pct] -clock clk0 $non_clock_inputs
set_output_delay [expr $clk_period * $clk_io_pct] -clock clk0 [all_outputs]
### design/flow/design.v
`default_nettype	none
module test_top 
#(parameter 
	PSZ=3, 
	ASZ=6, 
	DSZ=4, 
	RSZ=4
)(
	input  i_clk,
	output o_LED_1,
	output o_LED_2,
	output o_LED_3,
	output o_LED_4
);
	wire [ASZ-1:0] lnk_1_src; 
	wire [ASZ-1:0] lnk_1_dst; 
	wire [DSZ-1:0] lnk_1_dat; 
	wire [RSZ-1:0] lnk_1_red; 
	wire lnk_1_req; 
	wire lnk_1_ack;	
	wire has_err;
	wire is_busy;
	pakout 
	gt_01 (
		.i_clk(i_clk),
		.rcv0_src(lnk_1_src), 
	.rcv0_dst(lnk_1_dst), 
	.rcv0_dat(lnk_1_dat), 
	.rcv0_red(lnk_1_red), 
	.rcv0_req(lnk_1_req), 
	.rcv0_ack(lnk_1_ack),
		.has_err(has_err),
	);
	pakout_io
	gt_02 (
		.i_clk(i_clk),
		.o0_src(lnk_1_src), 
	.o0_dst(lnk_1_dst), 
	.o0_dat(lnk_1_dat), 
	.o0_red(lnk_1_red), 
	.o0_req(lnk_1_req), 
	.o0_ack(lnk_1_ack),
		.dbg_busy(is_busy),
	);
	assign o_LED_1 = has_err;
	assign o_LED_2 = 0;
	assign o_LED_3 = 0;
	assign o_LED_4 = 0;
endmodule
`default_nettype	none
module pakout
#(parameter 
	PSZ=3, 
	FSZ=4, 
	ASZ=6, 
	DSZ=4, 
	RSZ=4,
)(
	input wire i_clk,
	input wire [ASZ-1:0] rcv0_src, 
	input wire [ASZ-1:0] rcv0_dst, 
	input wire [DSZ-1:0] rcv0_dat, 
	input wire [RSZ-1:0] rcv0_red, 
	input wire rcv0_req, 
	output wire rcv0_ack,
	output wire has_err
);
	reg [0:0] rgi0_ack = 0;
	integer bf0ii=0; 
	reg [0:0] bf0_busy [FSZ-1:0]; 
	reg [(ASZ + ASZ + DSZ + RSZ)-1:0] bf0_data[FSZ-1:0]; 
	reg [((FSZ == 4)?(2):(1))-1:0] bf0_hd_idx = 0; 
	reg [((FSZ == 4)?(2):(1))-1:0] bf0_tl_idx = 0;
	reg [ASZ-1:0] dbg_fif_src = 0; 
	reg [ASZ-1:0] dbg_fif_dst = 0; 
	reg [DSZ-1:0] dbg_fif_dat = 0; 
	reg [RSZ-1:0] dbg_fif_red = 0;
	reg [ASZ-1:0] mg_aux1_src = 0; 
	reg [ASZ-1:0] mg_aux1_dst = 0; 
	reg [DSZ-1:0] mg_aux1_dat = 0; 
	reg [RSZ-1:0] mg_aux1_red = 0;
	reg [ASZ-1:0] mg_aux2_src = 0; 
	reg [ASZ-1:0] mg_aux2_dst = 0; 
	reg [DSZ-1:0] mg_aux2_dat = 0; 
	reg [RSZ-1:0] mg_aux2_red = 0;
	reg [ASZ-1:0] mg_aux3_src = 0; 
	reg [ASZ-1:0] mg_aux3_dst = 0; 
	reg [DSZ-1:0] mg_aux3_dat = 0; 
	reg [RSZ-1:0] mg_aux3_red = 0;
	reg [(ASZ + ASZ + DSZ + RSZ)-1:0] mg_data;
	localparam ST_INI = 8'h20;
	localparam ST_SET = 8'h21;
	localparam ST_GET = 8'h22;
	localparam ST_CHK = 8'h23;
	reg [7:0] all_err = 0;
	reg [7:0] curr_state = ST_INI;
	always @(posedge i_clk)
	begin
		if(rcv0_req && ((rcv0_src == 3) && 
	(rcv0_dst == 2) && (rcv0_dat == 5) && (rcv0_red == 15))) begin
			case(curr_state)
				ST_INI :
				begin
					for(bf0ii = 0; bf0ii < FSZ; bf0ii = bf0ii+1) begin 
		bf0_busy[bf0ii] <= 0; 
	end 
	for(bf0ii = 0; bf0ii < FSZ; bf0ii = bf0ii+1) begin 
		bf0_data[bf0ii] <= 0; 
	end 
	bf0_hd_idx <= 0; 
	bf0_tl_idx <= 0;
					curr_state <= ST_SET;
				end
				ST_SET :
				begin
					bf0_data[1] <= {rcv0_src, rcv0_dst, rcv0_dat, rcv0_red};
					mg_aux1_src <= rcv0_src; 
	mg_aux1_dst <= rcv0_dst; 
	mg_aux1_dat <= rcv0_dat; 
	mg_aux1_red <= rcv0_red;
					mg_data[((ASZ + ASZ + DSZ + RSZ)-1):(ASZ + DSZ + RSZ)] <= rcv0_src; 
	mg_data[((ASZ + DSZ + RSZ)-1):(DSZ + RSZ)] <= rcv0_dst; 
	mg_data[((DSZ + RSZ)-1):RSZ] <= rcv0_dat; 
	mg_data[(RSZ-1):0] <= rcv0_red;
					curr_state <= ST_GET;
				end
				ST_GET :
				begin
					dbg_fif_src <= bf0_data[1][((ASZ + ASZ + DSZ + RSZ)-1):(ASZ + DSZ + RSZ)]; 
	dbg_fif_dst <= bf0_data[1][((ASZ + DSZ + RSZ)-1):(DSZ + RSZ)]; 
	dbg_fif_dat <= bf0_data[1][((DSZ + RSZ)-1):RSZ]; 
	dbg_fif_red <= bf0_data[1][(RSZ-1):0];
					mg_aux2_src <= mg_aux1_src; 
	mg_aux2_dst <= mg_aux1_dst; 
	mg_aux2_dat <= mg_aux1_dat; 
	mg_aux2_red <= mg_aux1_red;
					mg_aux3_src <= mg_data[((ASZ + ASZ + DSZ + RSZ)-1):(ASZ + DSZ + RSZ)]; 
	mg_aux3_dst <= mg_data[((ASZ + DSZ + RSZ)-1):(DSZ + RSZ)]; 
	mg_aux3_dat <= mg_data[((DSZ + RSZ)-1):RSZ]; 
	mg_aux3_red <= mg_data[(RSZ-1):0];
					curr_state <= ST_CHK;
				end
				ST_CHK:
				begin
					if(! ((rcv0_src == 3) && 
	(rcv0_dst == 2) && (rcv0_dat == 5) && (rcv0_red == 15))) begin
						all_err[0:0] <= 1;
					end
					else
					if(! ((mg_aux1_src == 3) && 
	(mg_aux1_dst == 2) && (mg_aux1_dat == 5) && (mg_aux1_red == 15))) begin
						all_err[1:1] <= 1;
					end
					else
					if(! ((mg_aux2_src == 3) && 
	(mg_aux2_dst == 2) && (mg_aux2_dat == 5) && (mg_aux2_red == 15))) begin
						all_err[2:2] <= 1;
					end
					else
					if(! ((mg_aux3_src == 3) && 
	(mg_aux3_dst == 2) && (mg_aux3_dat == 5) && (mg_aux3_red == 15))) begin
						all_err[3:3] <= 1;
					end
					else
					if(! ((dbg_fif_src == 3) && 
	(dbg_fif_dst == 2) && (dbg_fif_dat == 5) && (dbg_fif_red == 15))) begin
						if(1) begin
							all_err[4:4] <= 1;
						end
					end
				end
			endcase
		end
	end
	assign rcv0_ack = rgi0_ack;
	assign has_err = (|  all_err);
endmodule
`default_nettype	none
module pakout_io
#(parameter 
	MIN_ADDR=1, 
	MAX_ADDR=3, 
	PSZ=3, 
	FSZ=4, 
	ASZ=6, 
	DSZ=4, 
	RSZ=4,
)(
	input wire i_clk,
	output wire [ASZ-1:0] o0_src, 
	output wire [ASZ-1:0] o0_dst, 
	output wire [DSZ-1:0] o0_dat, 
	output wire [RSZ-1:0] o0_red, 
	output wire o0_req, 
	input wire o0_ack,
	output wire dbg_busy,
);
	reg [3:0] cnt_0 = 5;
	reg [0:0] ro0_busy = 0;
	reg [ASZ-1:0] ro0_src = 3;
	reg [ASZ-1:0] ro0_dst = MIN_ADDR;
	reg [DSZ-1:0] ro0_dat = 5;
	reg [RSZ-1:0] ro0_red = 15;
	reg [0:0] ro0_req = 0;
	reg started = 0;
	always @(posedge i_clk)
	begin
			if(! ro0_busy) begin
				ro0_busy <= 1;
				ro0_dst <= ((ro0_dst < MAX_ADDR)?((ro0_dst) + 1):(MIN_ADDR));
				ro0_dat[3:0] <= cnt_0;
				cnt_0 <= cnt_0 + 1;
			end
			else
			if((! ro0_req) && (! o0_ack) && ro0_busy) begin
				ro0_red <= 15;
				ro0_req <= 1;
			end 
			else 
			if(ro0_req && o0_ack) begin
				if(ro0_busy) begin
					ro0_busy <= 0;
				end
				ro0_req <= 0;
			end
	end
	assign o0_src = ro0_src; 
	assign o0_dst = ro0_dst; 
	assign o0_dat = ro0_dat; 
	assign o0_red = ro0_red;
	assign o0_req = ro0_req;
	assign dbg_busy = ro0_busy;
endmodule
==> flow_summary_export.csv <==
group,metric,value,unit
setup_path,cp_slowest_stage_delay,0.39,ns
timing,rsz0062_at_grt,"false",
run,maxCapViolations,0,
clock_network,clk-insertion-delay-late,0.34,ns
worst_hold_path,holdCritPathClass,"reg2reg",
setup_path,rrSetupSlack,4.17,ns
setup_path,worst_ep_required_time,5.28,ns
yosys,synth_cells,157,
yosys,synth.lib_cells_used.distinct,29,
drt,route.detailed.wl_per_inst,13.75,um
yosys,postSynthRegisterBits,88,
power_and_ir_drop,clock_power_share,38.9,%
yosys,synth.avg_cell_area,20.07,um2
global_routing,vias_in_the_first_global_route,1313,
floorplan,die_area,8238,um2
yosys,synth_simple_gate_area_share,10.24,%
place,place_congestion,0.7770,
setup_path,critPathLaunchType,"register",
floorplan,die_width,90.77,um
setup_path,path_max_fanout,1,
cells_and_area,area_grow_syn2layout,12.62,%
place,hpwl,2665,um
setup_path,worstSetupPathType,"reg2out",
clock_network,clkSinkCount,88,
setup_path,path_cells,"nor3_1 -> nand2_1 -> clkdlybuf4s50_1",
clock_network,cts-hold-fix-buffers,0,
yosys,synth.cell_area,3152,um2
yosys,synth.logic.top_family,"simple AND/OR/NAND/NOR gates",
worst_hold_path,holdPathStages,0,
timing,period_minus_slack,2.669,ns
timing,finalHoldWorstSlack,0.4176,ns
yosys,postSynth.asyncResetShare,0,%
place,placed_cell_area,3327,um2
run,log.warning_count,30,
yosys,netlist_top_cells_area,"sky130_fd_sc_hd__edfxtp_1 83%, sky130_fd_sc_hd__ha_1 3.2%, sky130_fd_sc_hd__and2_1 2.2%",
floorplan,initial_core_util,41.00,%
drt,detailroute.via_count,1255,
yosys,synth.cellmix.xorXnorShare,0.5558,%
clock_network,post_cts_resized,0,
yosys,synth.yosys.num_cells,157,
yosys,count_of_synthesis_stage_warnings_from_yosys,4,
clock_network,worst_setup_hold_path_clk_slew,0.09,ns
timing,final_min_period_over_clock_period,40.45,%
yosys,synth_sequential_area_ratio,83.53,%
drt,dr.first_iter.drc_count,85,
drt,met2RoutedLength,1811,um
power_and_ir_drop,net-switching-power,0.0001974,W
drt,detail_route.wirelength,3960,um
clock_network,tritoncts_clock_tree,"built",
power_and_ir_drop,total_leakage_power,1.176,nW
global_routing,antenna_violations_before_repair,0,
clock_network,cts-root-to-sink-buffers,2,
power_and_ir_drop,power.share.sequential,60.4,%
floorplan,die.size.y,90.77,um
yosys,yosys.area.top_type,"sky130_fd_sc_hd__edfxtp_1",
clock_network,cts.root.buffer_cell,"sky130_fd_sc_hd__clkbuf_8",
yosys,synth_largest_type_area_fraction,82.89,%
timing,slew_headroom,40.20,%
setup_path,timing.critical_path.arrival,1.35,ns
power_and_ir_drop,design_power_total,0.001035,W
power_and_ir_drop,power.density_cell_area,291.5,nW/um2
drt,drt.antenna.violating_nets,0,
setup_path,timing.critical_path.slowest_stage_cell,"sky130_fd_sc_hd__clkdlybuf4s50_1",
yosys,netlist_top_cells_count,"87 x sky130_fd_sc_hd__edfxtp_1, 11 x sky130_fd_sc_hd__and2_1, 8 x sky130_fd_sc_hd__ha_1",
cells_and_area,fin_area,3550,um2
floorplan,design.portCount,5,
yosys,edf_count,87,
drt,wl_met3,230,um
timing,fmax,374.6,MHz
timing,timing.final.max_slew_violations,0,
floorplan,floorplan.core_area,7687,um2
power_and_ir_drop,p_sw_share,19.08,%
timing,worst-slew-pin-transition,0.8969,ns
global_routing,grt_first_pass_wirelength,6617,um
timing,setup_viol,0,
drt,num_antenna_cells,0,
yosys,synth.mux.area_fraction,0,%
drt,post-route-drc-count,0,
setup_path,cp_capture_type,"primary output",
timing,finalHoldViolations,0,
place,io_buffers,1,
drt,drt_first_pass_iters,4,
yosys,aoi_share,0.7146,%
drt,routed_metal_1_wirelength,1871,um
drt,highest-signal-layer,"met4",
clock_network,post_cts.repair.setup_buffers,0,
drt,via_per_inst,4.358,
power_and_ir_drop,internal_power,0.0008372,W
outcome,run_status,"completed",
clock_network,cts_made_buffers,9,
global_routing,gr-total-overflow,0,
yosys,netlist.top_cell.by_instances,"sky130_fd_sc_hd__edfxtp_1",
power_and_ir_drop,comb_power_share,0.7,%
yosys,dominantRegCellSynth,"sky130_fd_sc_hd__edfxtp_1",
power_and_ir_drop,worst_ir_drop_vdd,301.0,uV
yosys,yosys.stat.chipArea,3152,um2
global_routing,grt_max_degree,34,
timing,clock-skew-final,0.01115,ns
setup_path,worstRegToRegCells,3,
cells_and_area,fraction_of_layout_instances_using_a_drive_strength_above_1,12.37,%
clock_network,cts_max_level,3,
timing,setup_tns,0,ns
floorplan,rows,32,
yosys,yosys.area_share.adder,3.176,%
global_routing,gr-usage-all-layers,11.46,%
-- per-stage QoR --
stage | util [%] | cells | setup WS [ns]
2_1_floorplan | - | 172 | 4.200
3_3_place_gp | 43.28 | 272 | 4.287
3_5_place_dp | 43.28 | 272 | 4.179
4_1_cts | 46.18 | 288 | 3.910
5_1_grt | 46.18 | 288 | 3.781
6_report | 46.18 | 288 | 3.931
-- logic make-up (layout without fill, tap and decap cells) --
family / after synthesis / count (layout)
flip-flops: 88 / 88
adder cells (fa/ha/maj): 8 / 8
buffers and inverters: 10 / 24
other: 2 / 17
XOR/XNOR: 2 / 2
AND-OR/OR-AND: 2 / 2
AND/OR/NAND/NOR: 45 / 45
-- routing by layer --
| metal | up-vias | GRT usage, % |
|---|---|---|
| li1 | 633 | - |
| met1 | 596 | 19.16 |
| met2 | 21 | 16.48 |
| met3 | 5 | 4.884 |
| met4 | 0 | 0.9409 |
| met5 | - | 0 |
-- placed cells by master, fill, tap and decap left out, types with 2 or more instances in the layout --
master                      count
sky130_fd_sc_hd__and2_1        11
sky130_fd_sc_hd__bufinv_16      2
sky130_fd_sc_hd__clkbuf_8       9
sky130_fd_sc_hd__conb_1        17
sky130_fd_sc_hd__edfxtp_1      87
sky130_fd_sc_hd__ha_1           8
sky130_fd_sc_hd__inv_1          6
sky130_fd_sc_hd__inv_6          3
sky130_fd_sc_hd__nand2_1        2
sky130_fd_sc_hd__nand3_1        4
sky130_fd_sc_hd__nor2_1         3
sky130_fd_sc_hd__nor3_1         3
sky130_fd_sc_hd__nor3b_1        4
sky130_fd_sc_hd__nor4b_1        3
sky130_fd_sc_hd__nor4b_2        2
sky130_fd_sc_hd__nor4bb_1       4
-- layout make-up --
type / count / area (um2)
tap: 102 / 127.6
multi-input combinational: 74 / 526.8
inverter: 6 / 22.52
clock buffer: 9 / 123.9
sequential: 88 / 2633
fill: 646 / 4138
timing repair buffer: 2 / 17.52
clock inverter: 7 / 98.84
-- worst paths after layout --
path	startpoint	to
worst max-delay path	gt_01.all_err[1]	o_LED_1
worst min-delay path	gt_01.mg_data[8]	gt_01.mg_aux3_dst[0]
worst min register to register	gt_01.mg_data[8]	gt_01.mg_aux3_dst[0]
worst max register to register	gt_02.ro0_dst[5]	gt_01.mg_aux1_dat[0]
-- power by group through the flow --
stage | Sequential [W] | Clock, W | Combinational [W]
4_1_cts | 0.000625 | 0.000409 | 0.00000776
5_1_grt | 0.000626 | 0.000432 | 0.00000889
6_report | 0.000625 | 0.000402 | 0.00000761
-- sequential cells by signal (all words and copies together), names as in the netlist --
register,flops
gt_01.bf0_data,11
gt_01.mg_data,10
gt_01.dbg_fif_dst,6
gt_01.mg_aux1_dst,6
gt_01.mg_aux2_dst,6
gt_01.mg_aux3_dst,6
gt_02.ro0_dst,6
gt_01.all_err,5
gt_01.dbg_fif_dat,4
gt_01.mg_aux1_dat,4
gt_01.mg_aux2_dat,4
gt_01.mg_aux3_dat,4
gt_02.cnt_0,4
gt_02.ro0_dat,4
gt_01.curr_state,2
gt_01.dbg_fif_red,1
gt_01.mg_aux1_red,1
gt_01.mg_aux2_red,1
gt_01.mg_aux3_src,1
gt_02.ro0_busy,1
gt_02.ro0_req,1
-- critical path, delay by kind of cell, from the launching register on --
family	cells	cell delay (ns)
buf+inv	1	0.39
flops	1	0.37
simple gates	2	0.26
Power is estimated from default activity; no workload was simulated.
